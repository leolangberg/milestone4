[design/flow/run.sh]
#!/bin/bash
# OpenROAD 26Q1-2900-gdf79404cd8, Yosys 0.63+post, stock flow scripts
make -C /OpenROAD-flow-scripts/flow DESIGN_CONFIG=/design/flow/config.mk WORK_HOME=/design/flow/orfs finish
[design/flow/config.mk]
export PLATFORM = sky130hd
export DESIGN_NAME = rf
export DESIGN_NICKNAME = rf
export VERILOG_FILES = /design/flow/design.v
export SDC_FILE = /design/flow/constraint.sdc
export NUM_CORES = 4
export LEC_CHECK = 1
export CORE_UTILIZATION = 40
[design/flow/constraint.sdc]
current_design rf

set clk_period 7.1
set clk_io_pct 0.2

create_clock -name clk0 -period $clk_period [get_ports {clk}]

set non_clock_inputs [all_inputs -no_clocks]
set_input_delay [expr $clk_period * $clk_io_pct] -clock clk0 $non_clock_inputs
set_output_delay [expr $clk_period * $clk_io_pct] -clock clk0 [all_outputs]
[design/flow/design.v]
module rf #(
    parameter int BW    = 8,      
    parameter int DEPTH = 256       
) (
    input  logic                    clk,
    input  logic                    rst_n,         
    input  logic                    chip_en,       
    input  logic                    write_en_n,    
    input  logic signed [BW-1:0]    data_in,
    input  logic [$clog2(DEPTH)-1:0] read_addr_1,
    input  logic [$clog2(DEPTH)-1:0] read_addr_2,
    input  logic [$clog2(DEPTH)-1:0] write_addr,
    output logic signed [BW-1:0]    data_out_1,
    output logic signed [BW-1:0]    data_out_2
);
    logic signed [BW-1:0] mem [0:DEPTH-1];
    int i;  
    always_ff @(posedge clk or negedge rst_n) begin
        if (!rst_n) begin
            for (i = 0; i < DEPTH; i++) begin
                mem[i] <= '0;
            end
        end else begin
            if (chip_en && !write_en_n) begin
                mem[write_addr] <= data_in;
            end
        end
    end
    always_comb begin
        data_out_1 = '0;
        data_out_2 = '0;
        if (chip_en) begin
            data_out_1 = mem[read_addr_1];
            data_out_2 = mem[read_addr_2];
        end
    end
endmodule
==> summary.rpt <==
PHYSICAL IMPLEMENTATION REPORT
----------------------------------------------------
[GRT]
  GR Util All Layers ........................ 0.922
  Number of global-route vias before repair ........................ 151k
  Pin count of the biggest net entering global routing ........................ 112
  Wire length of the first global-routing pass ........................ 1640 mm
  Residual overflow from global routing ........................ 3575

[Logic synthesis]
  Most common flop cell mapped by yosys ........................ sky130_fd_sc_hd__dfrtp_1
  Post-synthesis chip area from yosys ........................ 0.109 sq mm
  Largest cells by area after synthesis ........................ sky130_fd_sc_hd__dfrtp_1, sky130_fd_sc_hd__mux2_2, sky130_fd_sc_hd__nand3_1, sky130_fd_sc_hd__a22oi_1, sky130_fd_sc_hd__clkbuf_1
  Synth Register Bits ........................ 2048
  EDFF count, synth ........................ 0
  Synthesized instance count ........................ 9935
  Cell area after synthesis ........................ 0.109 sq mm
  Library cell occupying the most area in the post-synthesis netlist ........................ sky130_fd_sc_hd__dfrtp_1
  Share of async-settable or async-resettable flops after synthesis ........................ 1.00
  Share of synthesized area occupied by flip-flops and latches ........................ 0.472
  Number of cells in the yosys synthesis report ........................ 9935
  Mean post-synth cell area ........................ 10.9 sq um
  Unique cell types ........................ 77
  Synth top area share ........................ 0.472
  Ys Warns ........................ 2

[Placement]
  Placement Setup Slack ........................ -1.12 ns
  HPWL after detailed placement ........................ 773 mm
  Port buffer count ........................ 51
  Placed Cells incl. Taps ........................ 13.7k
  Total cell area at the placement stage ........................ 0.121 sq mm
  Routability congestion estimate from global placement ........................ 1.49

[Status]
  Step where the flow halted ........................ global routing (5_1_grt)
  Stop err ........................ [ERROR GRT-0116] Global routing finished with congestion. Check the congestion regions in the DRC Viewer.
  Result of the run ........................ stopped before the end

[Floorplan]
  X dimension of the die ........................ 523 um
  Die boundary height ........................ 523 um
  Number of primary I/O pins ........................ 52
  Cell row count ........................ 190
  Fraction of the core area occupied by cells at floorplan ........................ 0.404

[Clock network]
  Root Buffer Master ........................ sky130_fd_sc_hd__clkbuf_16
  Number of clock sinks ........................ 2048
  Maximum level of the CTS H-tree ........................ 4
  Clock buffers created by TritonCTS ........................ 240
  Hold-fix buffers at CTS ........................ 0
  Number of buffers on the longest clock path ........................ 4

----------------------------------------------------
[metrics by stage]
| stage | setup TNS, ns | utilization | power (uW) |
|---|---|---|---|
| 3_3_place_gp | -5.08 | 0.451 | 15000 |
| 2_1_floorplan | 0 | - | 13200 |
| 3_5_place_dp | -3.50 | 0.451 | 15000 |
| 4_1_cts | -0.110 | 0.482 | 27800 |
[synthesized netlist by cell type (94+ instances only)]
| master | count |
|---|---|
| sky130_fd_sc_hd__nand4_1 | 374 |
| sky130_fd_sc_hd__a222oi_1 | 94 |
| sky130_fd_sc_hd__a32oi_1 | 205 |
| sky130_fd_sc_hd__a22oi_1 | 812 |
| sky130_fd_sc_hd__mux2_2 | 2054 |
| sky130_fd_sc_hd__a21oi_1 | 111 |
| sky130_fd_sc_hd__nor2_1 | 310 |
| sky130_fd_sc_hd__dfrtp_1 | 2048 |
| sky130_fd_sc_hd__o22ai_1 | 340 |
| sky130_fd_sc_hd__clkbuf_1 | 659 |
| sky130_fd_sc_hd__buf_2 | 203 |
| sky130_fd_sc_hd__nand3_1 | 1345 |
| sky130_fd_sc_hd__nand2_1 | 270 |
| sky130_fd_sc_hd__buf_1 | 154 |
| sky130_fd_sc_hd__nor4_1 | 166 |
[cell families after synthesis]
group                  count (synthesis)  share of synthesized area
XOR/XNOR                               4                   0.000323
AND/OR/NAND/NOR                     2850                      0.141
buffers and inverters               1044                     0.0394
flip-flops                          2048                      0.472
AND-OR/OR-AND                       1929                      0.134
multiplexers                        2060                      0.214
[repair_timing]
action	4_1_cts
setup endpoints to repair	10
resized	24
setup buffers	3
[routing by layer]
metal,track usage,GRT overflow
met1,0.921,629
met3,0.903,760
met2,0.962,1211
met5,0.822,95
met4,0.890,880
Power and IR drop assume default switching activity.
