==> flow/design.v <==
module RF #(
    parameter int BW    = 32,      
    parameter int DEPTH = 32       
) (
    input  logic                    clk,
    input  logic                    rst_n,         
    input  logic                    chip_en,       
    input  logic                    write_en_n,    
    input  logic signed [BW-1:0]    data_in,
    input  logic [$clog2(DEPTH)-1:0] read_addr_1,
    input  logic [$clog2(DEPTH)-1:0] read_addr_2,
    input  logic [$clog2(DEPTH)-1:0] write_addr,
    output logic signed [BW-1:0]    data_out_1,
    output logic signed [BW-1:0]    data_out_2
);
    logic signed [BW-1:0] mem [0:DEPTH-1];
    int i;  
    always_ff @(posedge clk or negedge rst_n) begin
        if (!rst_n) begin
            for (i = 0; i < DEPTH; i++) begin
                mem[i] <= '0;
            end
        end else begin
            if (chip_en && !write_en_n) begin
                mem[write_addr] <= data_in;
            end
        end
    end
    always_comb begin
        data_out_1 = '0;
        data_out_2 = '0;
        if (chip_en) begin 
            data_out_1 = mem[read_addr_1];
            data_out_2 = mem[read_addr_2];
        end
    end
endmodule
==> flow/run.sh <==
#!/bin/bash
# OpenROAD 26Q1-2900-gdf79404cd8, Yosys 0.63+post, stock flow scripts
make -C /OpenROAD-flow-scripts/flow DESIGN_CONFIG=/design/flow/config.mk WORK_HOME=/design/flow/orfs finish
==> flow/config.mk <==
export PLATFORM = sky130hd
export DESIGN_NAME = RF
export DESIGN_NICKNAME = RF
export VERILOG_FILES = /design/flow/design.v
export SDC_FILE = /design/flow/constraint.sdc
export NUM_CORES = 4
export LEC_CHECK = 1
export CORE_UTILIZATION = 30
==> flow/constraint.sdc <==
current_design RF

set clk_period 20.3
set clk_io_pct 0.2

create_clock -name clk0 -period $clk_period [get_ports {clk}]

set non_clock_inputs [all_inputs -no_clocks]
set_input_delay [expr $clk_period * $clk_io_pct] -clock clk0 $non_clock_inputs
set_output_delay [expr $clk_period * $clk_io_pct] -clock clk0 [all_outputs]
==> impl_metrics.csv <==
group,metric,value,unit
cells_and_area,fin_util,34.8,%
synth,ys_seq_share,47.4,%
grt,antenna_found_initial,27,
clock_network,clock_path_buffers,3,
status,outcome,"finished with violations",
clock_network,root_buffer,"clkbuf_16",
setup_path,arrival,9260,ps
routing,dr.first_iter.drc_count,6607,
sta,setup_tns,0,ps
sta,drv_slew,8,
place,gp_congestion,1.08,
clock_network,clock-sinks,1024,
place,numPortBuffers,114,
synth,ys_chip_area,0.0540,mm2
sta,fin_skew,0,ps
routing,vias,50400,
clock_network,cts_buffers,109,
sta,tightest_slew,1530,ps
synth,syn_avg_cell_area,10.9,um2
die,die_h,426,um
setup_path,cp-end-kind,"primary output",
run,max_cap_viol_count,1,
setup_path,rr_startpoint,"mem[28][29]$_DFFE_PN0P_",
sta,setup_viol,0,
power_and_ir_drop,powerDensity,88.6,mW/mm2
setup_path,worstSetupStartpointType,"input pin",
die,ios,115,
synth,numSynthFlops,1024,
clock_network,cts_max_level,3,
setup_path,timing.rr.end,"mem[28][29]$_DFFE_PN0P_",
die,std_cell_rows,155,
cells_and_area,area_growth,15.2,%
synth,synth_cells,4977,
die,coreArea,0.179,mm2
grt,grt_pass1_wl,416000,um
grt,grt_usage,34.3,%
min_path,min_to,"mem[3][13]$_DFFE_PN0P_",
synth,synthFlopType,"dfrtp_1",
routing,drtPass1Iterations,9,
setup_path,crit_top_cell,"buf_4",
min_path,worstHoldStart,"mem[3][13]$_DFFE_PN0P_",
sta,finalHoldViolations,0,
setup_path,critPathKind,"in -> out",
sta,period_used_share,65.6,%
cells_and_area,final_cell_mix,"mux2_2 (1,029), dfrtp_1 (1,024), nand3_1 (964), a22oi_1 (293), buf_4 (274)",
clock_network,cts_resized,0,
routing,wl_per_cell,41.3,um
die,die_w,426,um
grt,grt_pass1_vias,49200,
synth,edf_count,0,
grt,overflow,0,
place,hpwlAfterDp,184000,um
setup_path,worstPathCellList,"clkdlybuf4s50_1 -> buf_4 -> and3b_4 -> buf_4 -> buf_4 -> and2_1 -> buf_4 -> a22oi_1 -> and4_1 -> a31oi_1 -> clkdlybuf4s50_1",
cells_and_area,lay_top_count,"mux2_2",
sta,max_freq,75.1,MHz
cells_and_area,largest_register_ffs,1024,
cells_and_area,top_register,"mem",
routing,drc,0,
routing,antenna_left,0,
synth,ys_async_sr_fraction,100,%
setup_path,cp.required,16240,ps
die,fp_util,30.3,%
setup_path,crit_cells,11,
cells_and_area,top_regs,"mem x1024",
setup_path,worstPathMaxFanout,32,
synth,ys_types,70,
grt,grt_max_degree,119,
synth,yosys_cells,4977,
clock_network,clock.latency.late_pin,740,ps
min_path,hold_path_depth,1,
power_and_ir_drop,ir_worst_vdd,0.0685,mV
status,violations,"capacitance limit, slew limit",
setup_path,crit_family,"buffers and inverters",
die,dieArea,0.182,mm2
sta,rsz0062_at_grt,"no",
setup_path,slowest_stage,"and3b_4",
sta,period_minus_slack,13320,ps
synth,syn_area,0.0540,mm2
power_and_ir_drop,leakage,0.0266,uW
setup_path,slowest_delay,680,ps
setup_path,crit_buf_inv,6,
sta,maxSlewHeadroom,-2.25,%
routing,viasPerCell,6.82,
clock_network,cts_tree,"built",
cells_and_area,drive_gt1_share,32.0,%
min_path,hold_path_class,"reg -> reg",
clock_network,hold_buffers,0,
clock_network,post_cts_buffers,0,
run,tool_warnings,39,
routing,wl,305000,um
clock_network,path_clk_slew,70,ps
setup_path,rr_worst_depth,1,
synth,ys.warnings.count,2,
setup_path,reg2reg_setup_slack,19350,ps
[final cells by class]
type,count,area (um2)
fillers,17400,116000
clock inverters,61,833
inverters,8,30.0
diodes,26,65.1
flip-flops and latches,1024,25600
multi-input cells,3386,26400
clock buffers,142,3110
repair buffers,392,3260
well taps,2355,2950
[through the flow]
stage	instances	worst slack [ps]	power [uW]	cell area [um2]	hold slack, ps
global route	7375	7050	5640	62200	542
global placement	7165	7390	3260	58200	507
CTS	7368	7360	5480	62200	524
detailed placement	7165	7390	3270	58200	507
finish	7394	6980	5520	62200	528
floorplan	4977	10670	2880	54000	481
[cell usage after synthesis (4+ instances only)]
cell type     n  share of area, %
nor2_2       10              0.12
a22oi_1     293               4.1
clkbuf_1    282               2.0
and2_0        7             0.081
a21oi_1      16              0.15
nand3_1     966               8.9
a32o_1        5             0.093
nor3b_2       5              0.12
and4_1       63               1.0
dfrtp_1    1024                47
inv_1         7             0.049
nor3b_1       9              0.13
nor3_2        5             0.093
nand2b_1     11              0.13
nor2_1       37              0.26
buf_2       164               1.5
a221oi_1      7              0.11
nand3b_1     10              0.14
buf_1        96              0.67
and3b_1       9              0.15
nor4bb_1      5             0.093
a221o_1       9              0.17
nand2_1      30              0.21
and3_1      113               1.3
a21o_1        4             0.056
a31oi_1      62              0.72
a211oi_1      6             0.083
and2_1       40              0.46
nor4_1       59              0.68
a222oi_1     15              0.28
mux2_2     1029                21
a2111oi_0    25              0.41
mux2i_1       7              0.13
buf_4        15              0.21
o21ai_0      83              0.77
nand4_1     255               3.0
a32oi_1      13              0.21
nor3_1       36              0.33
a22o_1       80               1.3
o31ai_1       4             0.056
nor2b_1      14              0.16
or3_1         4             0.046
[kinds of logic after synthesis]
family,share of synthesized area [%]
simple gates,17.7
flops,47.4
buf+inv,4.45
compound gates,8.82
mux,21.6
[power breakdown]
group / internal, uW / switching, uW
combinational: 297 / 403
sequential: 2310 / 273
clock: 1310 / 926
[metal layers]
layer / share of wire (%) / wire length, um / global-route usage (%)
met1: 34 / 103000 / 39.5
met2: 40 / 121000 / 45.8
met3: 17 / 50400 / 21.5
met4: 9.9 / 30100 / 25.4
met5: 0.16 / 477 / 1.30
[worst max-delay path by stage]
| stage | from | to |
|---|---|---|
| finish | read_addr_1[2] | data_out_1[21] |
| global route | read_addr_1[2] | data_out_1[21] |
| CTS | read_addr_1[2] | data_out_1[31] |
Power figures rest on the tool's default switching activity, not on a simulated workload.
